===== flow/constraint.sdc =====
current_design Controller

set clk_period 4.1
set clk_io_pct 0.2

create_clock -name clk0 -period $clk_period [get_ports {clk}]

set non_clock_inputs [all_inputs -no_clocks]
set_input_delay [expr $clk_period * $clk_io_pct] -clock clk0 $non_clock_inputs
set_output_delay [expr $clk_period * $clk_io_pct] -clock clk0 [all_outputs]

===== flow/design.v =====
module Controller(clk, rst, D_update, W_update, RAM_IF_A, RAM_IF_OE, RAM_W_A, RAM_W_WE, RAM_RESULT_A, RAM_RESULT_WE, done);
	input clk;
	input rst;
	output reg D_update;
	output reg W_update;
	output reg [17:0] RAM_IF_A;
	output reg RAM_IF_OE;
	output reg [17:0] RAM_W_A;
	output reg RAM_W_WE;
	output reg [17:0] RAM_RESULT_A;
	output reg RAM_RESULT_WE;
	output reg done;
reg [2:0] st, ns;
parameter  INI = 3'd0,
           READ = 3'd1,
           MAN_MIN_SEL = 3'd2,
           UPDATE = 3'd3,
           W_WEIGHT = 3'd4,
           W_PIC = 3'd5,
           DONE = 3'd6;
reg [17:0]counter;
always@(posedge clk or posedge rst)
begin
	if(rst)
	begin
		st <= INI;
		counter <= 18'd0;
	end
	else begin
        	st <= ns;
		counter <= counter + 18'd1;
	end
end
always @(st or counter) begin 
	case(st)
		INI		: ns = MAN_MIN_SEL;
		MAN_MIN_SEL	: ns = UPDATE;
		UPDATE		: ns = (counter<18'd81920)?MAN_MIN_SEL:W_WEIGHT;
		W_WEIGHT	: ns = (counter<18'd81984)?W_WEIGHT:W_PIC;
		W_PIC		: ns = (counter<18'd102466)?W_PIC:DONE;
		DONE		: ns = DONE;
		default		: ns = DONE;
	endcase
end
always @(st or counter) begin
	case(st)
		INI		: begin
			D_update = 1'd0;
			W_update = 1'd0;
			RAM_IF_A = 18'd0;
			RAM_IF_OE = 1'd0;
			RAM_W_A = 18'd0;
			RAM_W_WE = 1'd0;
			RAM_RESULT_A = 18'd0;
			RAM_RESULT_WE = 1'd0;
			done = 1'd0;
		end
		MAN_MIN_SEL	:begin
			D_update = 1'd1;
			W_update = 1'd0;
			RAM_IF_A = counter/2;
			RAM_IF_OE = 1'd1;
			RAM_W_A =  18'd0;
			RAM_W_WE = 1'd0;
			RAM_RESULT_A = 18'd0;
			RAM_RESULT_WE = 1'd0;
			done = 1'd0;
		end
		UPDATE		:begin
			D_update = 1'd0;
			W_update = 1'd1;
			RAM_IF_A =counter/2;
			RAM_IF_OE = 1'd1;
			RAM_W_A =  18'd0;
			RAM_W_WE = 1'd0;
			RAM_RESULT_A = 18'd0;
			RAM_RESULT_WE = 1'd0;
			done = 1'd0;
		end
		W_WEIGHT	:begin
			D_update = 1'd0;
			W_update = 1'd0;
			RAM_IF_A = 18'd0;
			RAM_IF_OE = 1'd0;
			RAM_W_A = counter-18'd81921;
			RAM_W_WE = 1'd1;
			RAM_RESULT_A = 18'd0;
			RAM_RESULT_WE = 1'd0;
			done = 1'd0;
		end
		W_PIC		:begin
			D_update = 1'd1;
			W_update = 1'd0;
			RAM_IF_A = counter - 18'd41025;
			RAM_IF_OE = 1'd1;
			RAM_W_A = 18'd0;
			RAM_W_WE = 1'd0;
			RAM_RESULT_A = counter - 18'd81987;
			RAM_RESULT_WE = 1'd1;
			done = 1'd0;
		end
		DONE		:begin
			D_update = 1'd0;
			W_update = 1'd0;
			RAM_IF_A = 18'd0;
			RAM_IF_OE = 1'd1;
			RAM_W_A = 18'd0;
			RAM_W_WE = 1'd0;
			RAM_RESULT_A = 18'd0;
			RAM_RESULT_WE = 1'd0;
			done = 1'd1;
		end
		default		:begin
			D_update = 1'd0;
			W_update = 1'd0;
			RAM_IF_A = 18'd0;
			RAM_IF_OE = 1'd0;
			RAM_W_A = 18'd0;
			RAM_W_WE = 1'd0;
			RAM_RESULT_A = 18'd0;
			RAM_RESULT_WE = 1'd0;
			done = 1'd1;
		end
	endcase
end
endmodule

===== flow/config.mk =====
export PLATFORM = sky130hd
export DESIGN_NAME = Controller
export DESIGN_NICKNAME = Controller
export VERILOG_FILES = /design/flow/design.v
export SDC_FILE = /design/flow/constraint.sdc
export NUM_CORES = 4
export LEC_CHECK = 1
export CORE_UTILIZATION = 40

===== flow/run.sh =====
#!/bin/bash
# OpenROAD 26Q1-2900-gdf79404cd8, Yosys 0.63+post, stock flow scripts
make -C /OpenROAD-flow-scripts/flow DESIGN_CONFIG=/design/flow/config.mk WORK_HOME=/design/flow/orfs finish

==> reports/metrics.yaml <==
first_pass_iters: 5
peakVddDrop_v: 0.00009678
status: "completed"
synth.avg_cell_area_um2: 7.315
finalWirelength_mm: 7.163
syn_to_final_growth_pct: 26.97
max_freq_mhz: 266.6
seqPwrFrac_pct: 61.4
warnings: 26
hold_buffers: 0
die_x_um: 79.22
cts_buffer_depth: 2
grt_overflow_total: 0
crit_slowest_cell: "or4_4"
slew_viol_final: 0
clkSinkCount: 24
tightest_slew_ns: 0.6384
r2r-start: "counter[8]"
fin_crit_ns: 3.751
grt_pass1_wl_mm: 11.74
crit_chain: "or4_4, or3_1, o31ai_1, mux2i_1, clkdlybuf4s50_1"
yosysWarnings: 1
power_density_nw_per_um2: 127.8
critPathLaunchType: "flop"
reg2reg_slack_ns: 1.91
async_flop_share_pct: 100.0
power.leakage_nw: 1.215
synth-edff-count: 0
hold_start: "st[2]"
core_area_um2: 5642
antenna_found_initial: 0
cts_htree_levels: 1
p_int_mw: 0.3083
ys_seq_share_pct: 25.24
synth_stat.cells: 326
rsz0062_at_grt: "false"
cap_violations: 0
cts_tree: "yes"
drc: 0
vias: 2508
skew_ns: 0.001496
cts_buffers: 3
max_stage_delay_ns: 0.67
grt_usage_pct: 24.40
io_buffer_count: 61
ys_chip_area_um2: 2385
hpwl_mm: 4.913
root_buffer: "clkbuf_8"
cp-end-kind: "output port"
clk_latency_ns: 0.26
cp_data_arrival_time_ns: 2.93
design.portCount: 62
cp.required_ns: 3.28
clk_pin_slew_ns: 0.08
max_slew_margin_pct: 57.18
min_path_type: "reg -> reg"
postCtsSetupBuffers: 0
netSwitchingFraction_pct: 20.34
wl_per_cell_um: 16.50
tns_ns: 0
grt_pass1_vias: 2282
rr_endpoint: "st[3]"
dieArea_um2: 6275
detail-route-antenna-nets: 0
hold_viol_final: 0
fin_util_pct: 53.67
drt_iter0_markers: 130
whs_path_depth: 0
cts_resized: 0
period_used_pct: 91.48
initCoreUtil_pct: 42.27
synthCells: 326
antenna-diode-count: 0
reg2reg_depth: 4
numSynthFlops: 24
drive_above_1_share_pct: 4.972
worst_slack_ns: 0.3492
path_max_fanout: 15
vias_per_cell: 5.779
ys.flop_type: "dfrtp_1"
syn_area_um2: 2385
path_class: "reg -> out"
synth_cell_types: 54
die_height_um: 79.22
p_sw_mw: 0.07869
placementRows: 27
finalSetupViolCount: 0
gp_congestion: 0.8472
min_to: "st[5]"
grt_max_degree: 32
power_frac_clock_pct: 36.9
pre_cts_slack_ns: 0.6460
power_frac_comb_pct: 1.7
==> cells in the mapped netlist, types with 5 or more instances <==
cell      number  area, um2
a22o_1         6      52.55
and2_1        10      62.56
nand2_1       29      108.9
nor4_1         5      31.28
a21oi_1       16      80.08
clkbuf_1      28      105.1
dfrtp_1       23      575.6
or3_1         15      93.84
or2_2          5      31.28
xnor2_1       20      175.2
inv_1          8      30.03
nand4_1        7      43.79
xor2_1         7      61.31
mux2i_1        6      60.06
or4_1          7      52.55
nor2_1        27      101.4
nand3_1       17      85.08
nor3_1        10      50.05
o21ai_0       23      115.1
==> power groups by stage <==
stage                 combinational [mW]  clock (mW)  sequential [mW]
after global routing             0.00767       0.159            0.238
after CTS                        0.00685       0.149            0.238
final                            0.00648       0.143            0.238
==> layout make-up <==
type                       count  area [um2]
multi-input combinational    260        1617
fill                         544        2614
clock buffer                   4       45.04
inverter                       9       33.78
tap                           72       90.09
timing repair buffer          65       640.6
sequential                    24       601.8
==> worst max path at each step <==
| stage | to | from | cells after the start |
|---|---|---|---|
| 4_1_cts | RAM_W_A[14] | counter[3] | 5 |
| 5_1_grt | RAM_W_A[15] | counter[8] | 5 |
| 6_report | RAM_W_A[15] | counter[2] | 5 |
==> sequential cells by signal, indices dropped and copies added (netlist names) <==
signal   count
st           6
counter     18
==> kinds of logic (layout without fill, tap and decap cells) <==
logic type                 count (synthesis)  count (layout)  share of synthesized area [%]
other                                      1               1                         0.1572
DFF                                       24              24                          25.24
xor gates and xnor gates                  27              27                          9.916
AOI/OAI and AO/OA                         78              78                          21.72
and+or+nand+nor                          146             146                          32.42
buffers and inverters                     42              78                          6.978
muxes                                      6               6                          2.518
adders and majority gates                  2               2                          1.049
==> through the flow <==
stage	hold slack (ns)	instance area, um2	std cells	power (mW)
5_1_grt	0.4224	3028	434	0.4048
4_1_cts	0.3955	3028	434	0.3930
3_5_place_dp	0.3763	2983	430	0.2492
2_1_floorplan	0.3594	2385	326	0.2459
3_3_place_gp	0.3729	2983	430	0.2494
6_report	0.3945	3028	434	0.3869
==> worst max-delay path, delay by kind of cell, from the launching register on <==
kind	cells	cell delay (ns)
and+or+nand+nor	2	1.12
muxes	1	0.25
AOI/OAI and AO/OA	1	0.27
DFF	1	0.55
buffers and inverters	1	0.48
==> placed cells by master, fill, tap and decap left out, types with 2 or more instances in the layout <==
master / count
clkdlybuf4s50_1: 61
nand2_1: 29
nor2_1: 27
o21ai_0: 23
dfrtp_1: 23
xnor2_1: 20
nand3_1: 17
a21oi_1: 16
or3_1: 15
and2_1: 10
nor3_1: 10
inv_1: 8
or4_1: 7
xor2_1: 7
nand4_1: 7
a22o_1: 6
mux2i_1: 6
or2_2: 5
nor4_1: 5
o211ai_1: 4
and3_1: 4
o31ai_1: 4
buf_4: 4
nand2b_1: 3
clkbuf_8: 3
a21boi_0: 2
a21o_1: 2
o41ai_1: 2
a31oi_1: 2
o21a_1: 2
o2111ai_1: 2
a31o_2: 2
a32o_1: 2
ha_1: 2
==> metal layers <==
layer / wire [um] / share of wire (%) / vias up / track usage [%]
li1: - / - / 1246 / -
met1: 3470 / 48 / 1169 / 38.12
met2: 3232 / 45 / 89 / 36.98
met3: 410 / 5.7 / 4 / 3.501
met4: 51 / 0.71 / 0 / 4.000
met5: 0 / 0 / - / 0
Power and IR drop assume default switching activity.
