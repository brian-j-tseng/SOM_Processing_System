File: constraint.sdc
current_design MIN_1

set clk_period 34.3
set clk_io_pct 0.2

create_clock -name clk0 -period $clk_period

set non_clock_inputs [all_inputs -no_clocks]
set_input_delay [expr $clk_period * $clk_io_pct] -clock clk0 $non_clock_inputs
set_output_delay [expr $clk_period * $clk_io_pct] -clock clk0 [all_outputs]
File: design.v
module MIN_1(clk,rst,d0,d1,d2,d3,d4,d5,d6,d7,w0,w1,w2,w3,w4,w5,w6,w7,d_min,d_min_index,w_min);
	input clk;
	input rst;
	input [10:0] d0;
	input [10:0] d1;
	input [10:0] d2;
	input [10:0] d3;
	input [10:0] d4;
	input [10:0] d5;
	input [10:0] d6;
	input [10:0] d7;
	input [23:0] w0;
	input [23:0] w1;
	input [23:0] w2;
	input [23:0] w3;
	input [23:0] w4;
	input [23:0] w5;
	input [23:0] w6;
	input [23:0] w7;
	output  [10:0] d_min;
	output  [2:0]  d_min_index;
	output  [23:0] w_min;
	wire [10:0] level [5:0];
	assign level[0] = (d0<d1)? d0:d1;
	assign level[1] = (d2<d3)? d2:d3;
	assign level[2] = (d4<d5)? d4:d5;
	assign level[3] = (d6<d7)? d6:d7;
	assign level[4] = (level[0]<level[1])? level[0]:level[1];
	assign level[5] = (level[2]<level[3])? level[2]:level[3];
	assign d_min = (level[4]<level[5])? level[4]:level[5];
	assign d_min_index = (d_min == d7)? 3'd7:
			     (d_min == d6)? 3'd6:
			     (d_min == d5)? 3'd5:
			     (d_min == d4)? 3'd4:
			     (d_min == d3)? 3'd3:
		  	     (d_min == d2)? 3'd2:
			     (d_min == d1)? 3'd1:3'd0;
	assign w_min = (d_min == d7)? w7:
		       (d_min == d6)? w6:
		       (d_min == d5)? w5:
		       (d_min == d4)? w4:
		       (d_min == d3)? w3:
		       (d_min == d2)? w2:
	   	       (d_min == d1)? w1:w0;
endmodule
File: config.mk
export PLATFORM = sky130hd
export DESIGN_NAME = MIN_1
export DESIGN_NICKNAME = MIN_1
export VERILOG_FILES = /design/flow/design.v
export SDC_FILE = /design/flow/constraint.sdc
export NUM_CORES = 4
export LEC_CHECK = 1
export CORE_AREA = 10 10 172 172
export DIE_AREA = 0 0 182 182
File: run.sh
#!/bin/bash
# OpenROAD 26Q1-2900-gdf79404cd8, Yosys 0.63+post, stock flow scripts
make -C /OpenROAD-flow-scripts/flow DESIGN_CONFIG=/design/flow/config.mk WORK_HOME=/design/flow/orfs finish
==> impl_metrics.prom <==
# HELP chip_impl_metric Flow report values
# TYPE chip_impl_metric gauge
chip_impl_metric{name="detailed_route_wl",unit="um"} 34320
chip_impl_metric{name="vias",unit=""} 7853
chip_impl_metric{name="layout.area.seq",unit="um^2"} 0
chip_impl_metric{name="max_cap_violations",unit=""} 0
chip_impl_metric{name="max_slew.worst_pin.slew",unit="ns"} 0.8356
chip_impl_metric{name="globalplace.congestion",unit=""} 0.9365
chip_impl_metric{name="num_io_pins",unit=""} 320
chip_impl_metric{name="fp_util",unit=""} 0.2354
chip_impl_metric{name="global_route.overflow_total",unit=""} 0
chip_impl_info{name="crit_path_end_kind",value="primary output"} 1
chip_impl_metric{name="critical_path_data_required_time",unit="ns"} 27.44
chip_impl_metric{name="design.seq.count",unit=""} 0
chip_impl_metric{name="fin_tns_setup",unit="ns"} 0
chip_impl_metric{name="number_of_global_route_vias_before_repair",unit=""} 7753
chip_impl_metric{name="synth_seq_share",unit=""} 0
chip_impl_metric{name="num-clock-buffers",unit=""} 0
chip_impl_metric{name="grt_antenna_before_repair",unit=""} 4
chip_impl_info{name="timing.critical_path.from_type",value="input pin"} 1
chip_impl_info{name="worst_hold_path_type",value="in2out"} 1
chip_impl_metric{name="ys_types",unit=""} 60
chip_impl_metric{name="yosysCellCount",unit=""} 888
chip_impl_metric{name="setup_viol",unit=""} 0
chip_impl_metric{name="critPathMaxStageDelay",unit="ns"} 0.73
chip_impl_metric{name="fillers",unit=""} 2684
chip_impl_metric{name="slew-limit-headroom",unit=""} 0.4429
chip_impl_info{name="final_layout_top_logic_cells",value="sky130_fd_sc_hd__clkdlybuf4s50_1 (318), sky130_fd_sc_hd__inv_1 (95), sky130_fd_sc_hd__xnor2_1 (70)"} 1
chip_impl_metric{name="cts_resized",unit=""} 0
chip_impl_metric{name="dp_hpwl",unit="um"} 29440
chip_impl_metric{name="report.final.slew_viol_count",unit=""} 0
chip_impl_metric{name="worst_ir_drop_on_vdd",unit="V"} 0.00003119
chip_impl_metric{name="detail_route.vias_per_cell",unit=""} 5.173
chip_impl_metric{name="post_drt_wl_per_cell",unit="um"} 22.61
chip_impl_metric{name="yosys_area",unit="mm^2"} 0.006098
chip_impl_metric{name="antenna_violating_nets_left",unit=""} 0
chip_impl_metric{name="total_leakage_power",unit="nW"} 3.897
chip_impl_metric{name="gr-usage-all-layers",unit=""} 0.1965
chip_impl_metric{name="fp.dieH",unit="um"} 182
chip_impl_metric{name="syn_area_per_cell",unit="um^2"} 6.868
chip_impl_metric{name="finalNonFillerCells",unit=""} 1518
chip_impl_metric{name="grt_pass1_wl",unit="um"} 49850
chip_impl_metric{name="drt_pre_antenna_iters",unit=""} 5
chip_impl_metric{name="holdWs",unit="ns"} 14.75
chip_impl_metric{name="final.period_utilization",unit=""} 0.7103
chip_impl_metric{name="placement_rows",unit=""} 59
chip_impl_metric{name="postCtsHoldBufs",unit=""} 0
chip_impl_metric{name="final_hold_viol_count",unit=""} 0
chip_impl_metric{name="area_growth",unit="%"} 58.49
chip_impl_metric{name="log.warning_count",unit=""} 34
chip_impl_metric{name="chipWidth",unit="um"} 182
chip_impl_metric{name="drt-initial-drc-count",unit=""} 525
chip_impl_metric{name="drc",unit=""} 0
chip_impl_metric{name="crit_fanout",unit=""} 28
chip_impl_metric{name="floorplan.die_area",unit="mm^2"} 0.03312
chip_impl_metric{name="post_cts_buffers",unit=""} 0
chip_impl_info{name="path_class",value="in2out"} 1
chip_impl_metric{name="placedCellCount",unit=""} 1516
chip_impl_info{name="grt_setup_unrepaired",value="no"} 1
chip_impl_metric{name="arrival_time_of_the_worst_setup_path",unit="ns"} 17.50
chip_impl_metric{name="synth_cells",unit=""} 888
chip_impl_metric{name="drive_above_1_share",unit=""} 0.05334
chip_impl_metric{name="p_per_area",unit="mW/mm^2"} 38.57
chip_impl_metric{name="fmax",unit="MHz"} 41.05
chip_impl_info{name="run_status",value="finished, final reports clean"} 1
chip_impl_metric{name="final_core_area_utilization",unit=""} 0.3730
chip_impl_info{name="mostFrequentLayoutCell",value="sky130_fd_sc_hd__clkdlybuf4s50_1"} 1
chip_impl_metric{name="mappedNetlistArea",unit="mm^2"} 0.006098
chip_impl_metric{name="floorplan.core_area",unit="mm^2"} 0.02591
chip_impl_metric{name="placement.io_buffers",unit=""} 318
chip_impl_metric{name="min_period",unit="ns"} 24.36
chip_impl_metric{name="grt_max_degree",unit=""} 51
chip_impl_metric{name="synth_warnings",unit=""} 1
chip_impl_info{name="slowest_stage",value="sky130_fd_sc_hd__a221oi_4"} 1
-- cells in the mapped netlist, types with 18 or more instances --
master,instances,share of area
sky130_fd_sc_hd__mux2i_1,30,0.049
sky130_fd_sc_hd__nor3_1,35,0.029
sky130_fd_sc_hd__ha_1,69,0.14
sky130_fd_sc_hd__nand3_1,18,0.015
sky130_fd_sc_hd__nand4_1,29,0.030
sky130_fd_sc_hd__xnor2_1,70,0.10
sky130_fd_sc_hd__clkbuf_1,30,0.018
sky130_fd_sc_hd__a31oi_1,28,0.029
sky130_fd_sc_hd__o21ai_0,47,0.039
sky130_fd_sc_hd__o31a_1,49,0.070
sky130_fd_sc_hd__a21oi_1,66,0.054
sky130_fd_sc_hd__inv_1,95,0.058
sky130_fd_sc_hd__o221ai_1,25,0.036
sky130_fd_sc_hd__nor2_1,58,0.036
sky130_fd_sc_hd__a21boi_0,28,0.034
sky130_fd_sc_hd__nand2_1,55,0.034
-- worst paths after layout --
kind	end	slack (ns)	from	depth (start not counted)
setup / recovery	w_min[1]	9.94	d1[2]	37
hold / removal	w_min[9]	14.75	w3[9]	4
-- layer usage --
layer,vias to the layer above,global-route usage,wire length [um]
li1,3906,-,-
met1,3654,0.2365,13970
met2,267,0.3632,17630
met3,22,0.03452,2280
met4,4,0.02376,404
met5,-,0,34
-- final cells by class --
class | count | area (um^2) | area share
tap | 335 | 419.2 | 0.04337
inverter | 95 | 356.6 | 0.03689
antenna | 2 | 5.005 | 0.0005178
timing repair buffer | 346 | 3393 | 0.3511
multi-input combinational | 740 | 5492 | 0.5682
-- critical path: cells and delay by family --
| kind | cells | cell delay, ns |
|---|---|---|
| simple gates | 9 | 2.88 |
| mux | 2 | 1.00 |
| fa+ha+maj | 3 | 0.83 |
| xor+xnor | 1 | 0.15 |
| buf+inv | 8 | 2.28 |
| compound gates | 14 | 3.45 |
-- metrics by stage --
stage	instance area [um^2]	setup slack (ns)	total power [W]
finish	9666	9.937	0.0003728
floorplan	6098	12.64	0.0002244
global placement	9661	9.986	0.0003681
CTS	9661	9.976	0.0003720
global route	9663	9.163	0.0004046
detailed placement	9661	10.05	0.0003702
-- report_power, final --
group	switching (W)	total, W	internal (W)	leakage (nW)
sequential	0	0	0	0
combinational	0.000208	0.000373	0.000165	3.90
clock	0	0.00000000000785	0.00000000000784	0.0000127
-- kinds of logic after synthesis --
| family | Yosys count | share of synthesized area |
|---|---|---|
| buffers and inverters | 148 | 0.1024 |
| muxes | 40 | 0.06894 |
| xor gates and xnor gates | 73 | 0.1048 |
| AOI/OAI and AO/OA | 309 | 0.3726 |
| and+or+nand+nor | 249 | 0.2097 |
| adders and majority gates | 69 | 0.1416 |
Power and IR drop assume default switching activity.
