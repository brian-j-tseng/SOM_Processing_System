### /design/flow/config.mk
export PLATFORM = sky130hd
export DESIGN_NAME = MIN_2
export DESIGN_NICKNAME = MIN_2
export VERILOG_FILES = /design/flow/design.v
export SDC_FILE = /design/flow/constraint.sdc
export NUM_CORES = 4
export LEC_CHECK = 1
export CORE_AREA = 10 10 177 177
export DIE_AREA = 0 0 187 187
### /design/flow/constraint.sdc
current_design MIN_2

set clk_period 19.7
set clk_io_pct 0.2

create_clock -name clk0 -period $clk_period

set non_clock_inputs [all_inputs -no_clocks]
set_input_delay [expr $clk_period * $clk_io_pct] -clock clk0 $non_clock_inputs
set_output_delay [expr $clk_period * $clk_io_pct] -clock clk0 [all_outputs]
### /design/flow/design.v
module MIN_2(clk,rst,d0,d1,d2,d3,d4,d5,d6,d7,w0,w1,w2,w3,w4,w5,w6,w7,index0,index1,index2,index3,index4,index5,index6,index7,X_c,Y_c,weight_c);
	input clk;
	input rst;
	input [10:0] d0;
	input [10:0] d1;
	input [10:0] d2;
	input [10:0] d3;
	input [10:0] d4;
	input [10:0] d5;
	input [10:0] d6;
	input [10:0] d7;
	input [23:0] w0;
	input [23:0] w1;
	input [23:0] w2;
	input [23:0] w3;
	input [23:0] w4;
	input [23:0] w5;
	input [23:0] w6;
	input [23:0] w7;
	input [2:0] index0;
	input [2:0] index1;
	input [2:0] index2;
	input [2:0] index3;
	input [2:0] index4;
	input [2:0] index5;
	input [2:0] index6;
	input [2:0] index7;
	output [2:0] X_c;
	output [2:0] Y_c;
	output [23:0] weight_c;
	wire [10:0] level [5:0];
	wire [10:0] d_min;
	assign level[0] = (d0<d1)? d0:d1;
	assign level[1] = (d2<d3)? d2:d3;
	assign level[2] = (d4<d5)? d4:d5;
	assign level[3] = (d6<d7)? d6:d7;
	assign level[4] = (level[0]<level[1])? level[0]:level[1];
	assign level[5] = (level[2]<level[3])? level[2]:level[3];
	assign d_min = (level[4]<level[5])? level[4]:level[5];
	assign weight_c = (d_min == d7)? w7:
		       (d_min == d6)? w6:
		       (d_min == d5)? w5:
		       (d_min == d4)? w4:
		       (d_min == d3)? w3:
		       (d_min == d2)? w2:
	   	       (d_min == d1)? w1:w0;
	assign Y_c = (d_min == d7)? index7:
		     (d_min == d6)? index6:
		     (d_min == d5)? index5:
		     (d_min == d4)? index4:
		     (d_min == d3)? index3:
	  	     (d_min == d2)? index2:
		     (d_min == d1)? index1:index0; 
	assign X_c = (d_min == d7)? 3'd7:
		     (d_min == d6)? 3'd6:
		     (d_min == d5)? 3'd5:
		     (d_min == d4)? 3'd4:
		     (d_min == d3)? 3'd3:
	  	     (d_min == d2)? 3'd2:
		     (d_min == d1)? 3'd1:3'd0;
endmodule
### /design/flow/run.sh
#!/bin/bash
# OpenROAD 26Q1-2900-gdf79404cd8, Yosys 0.63+post, stock flow scripts
make -C /OpenROAD-flow-scripts/flow DESIGN_CONFIG=/design/flow/config.mk WORK_HOME=/design/flow/orfs finish
==> impl_metrics.sql <==
-- flow metrics import
INSERT INTO impl_metrics (metric_group, metric, value, unit) VALUES
('status', 'outcome', 'finished, final reports clean', ''),
('die', 'core_util_floorplan', '0.254', ''),
('finish', 'stdcell_area', '10700', 'um2'),
('sta', 'totalNegativeSetupSlack', '0', 'ns'),
('grt', 'grt_antenna_before_repair', '4', ''),
('min_path', 'min-delay-path-class', 'primary input to output port', ''),
('finish', 'fill_cells', '2866', ''),
('grt', 'gr-usage-all-layers', '0.218', ''),
('routing', 'num_vias', '9380', ''),
('critical_path', 'critical_path_required', '15.76', 'ns'),
('finish', 'clockBufferCount', '0', ''),
('grt', 'maximum_number_of_pins_on_one_net_before_global_route_repair', '57', ''),
('flow_run', 'tool_warnings', '34', ''),
('clocking', 'post_cts_resize_count', '0', ''),
('synthesis', 'synthesis.yosys.warnings', '1', ''),
('sta', 'report.final.setup_viol', '0', ''),
('flow_run', 'timing.max_cap.violations', '0', ''),
('critical_path', 'worst-endpoint-arrival', '14.18', 'ns'),
('grt', 'grt.overflow.total', '0', ''),
('routing', 'drc', '0', ''),
('clocking', 'postCtsHoldBufs', '0', ''),
('routing', 'drt-initial-drc-count', '862', ''),
('routing', 'drt_wl_total', '39.9', 'mm'),
('sta', 'clock.fmax', '55.2', 'MHz'),
('die', 'die_area', '35000', 'um2'),
('finish', 'drive_above_1_share', '0.0740', ''),
('grt', 'grt_pass1_vias', '9104', ''),
('die', 'chipWidth', '187', 'um'),
('sta', 'max_slew.worst_pin.slew', '0.925', 'ns'),
('die', 'core_region_area', '27600', 'um2'),
('sta', 'finalCritPeriodShare', '0.920', ''),
('critical_path', 'cpMaxStageDelayCell', 'a21oi_1', ''),
('synthesis', 'synth_seq_share', '0', ''),
('place', 'place.gp.congestion', '0.961', ''),
('power', 'power-per-cell-area', '53.9', 'nW/um2'),
('synthesis', 'synthesis.instances', '966', ''),
('die', 'die_h', '187', 'um'),
('place', 'placedCellCount', '1634', ''),
('finish', 'layout_top_cell_excl_fill_tap', 'clkdlybuf4s50_1', ''),
('sta', 'worst_slew_margin_rel', '0.380', ''),
('sta', 'finalMaxSlewViolations', '0', ''),
('routing', 'postRouteAntennaNets', '0', ''),
('critical_path', 'endpoint_kind', 'output port', ''),
('synthesis', 'synth.distinct_cells', '86', ''),
('finish', 'seq_cell_count', '0', ''),
('die', 'ios', '336', ''),
('finish', 'finish.cell_count_without_fillers', '1636', ''),
('clocking', 'cts_setup_buffers', '0', ''),
('place', 'port_buffers', '334', ''),
('routing', 'avgViaCountPerCell', '5.73', ''),
('finish', 'final_layout_top_logic_cells', '334 x clkdlybuf4s50_1, 82 x inv_1, 78 x nand3_1', ''),
('routing', 'wl_per_cell', '24.4', 'um'),
('grt', 'grt_first_pass_wirelength', '59.1', 'mm'),
('synthesis', 'post_synth_instance_area', '7000', 'um2'),
('sta', 'min_period', '18.12', 'ns'),
('routing', 'drt-pass1-iter-count', '6', ''),
('power', 'p_leak', '4.22', 'nW'),
('power', 'highest_ir_drop_seen_on_vdd', '0.0412', 'mV'),
('finish', 'area_delta_synth_final', '52.5', '%'),
('synthesis', 'synth.avg_cell_area', '7.25', 'um2'),
('synthesis', 'synth_chip_area', '7000', 'um2'),
('critical_path', 'critical_path.startpoint_type', 'primary input', ''),
('sta', 'rsz0062_at_grt', 'false', ''),
('synthesis', 'ys_cells', '966', ''),
('finish', 'flop_area', '0', 'um2'),
('sta', 'hold_violations', '0', ''),
('finish', 'logic_area', '6400', 'um2'),
('place', 'dp_hpwl', '32.1', 'mm'),
('die', 'fp-row-count', '61', ''),
('finish', 'finish.utilization', '0.387', ''),
('critical_path', 'max_stage_delay', '0.72', 'ns'),
('critical_path', 'worst_path_fanout_max', '32', ''),
('place', 'place_area', '10700', 'um2'),
('critical_path', 'crit_type', 'primary input to output port', '');
## synthesized netlist by cell type, types with 4 or more instances
cell       count  area share
xor2_1         7      0.0088
nand3b_1      28       0.030
a211oi_1      11       0.012
buf_6         10       0.016
and4_1         4      0.0050
a2111oi_0      6      0.0075
o221ai_2      20       0.043
a31oi_1        5      0.0045
nor4_1         6      0.0054
nand2b_1       6      0.0054
a22o_1         5      0.0063
o2111ai_1      5      0.0063
o22ai_1        8      0.0071
inv_1         82       0.044
nand2_1       59       0.032
mux2i_1       41       0.059
nand4_1       20       0.018
xnor2_1       45       0.056
clkbuf_1      35       0.019
or4_1          4      0.0043
o221ai_1      10       0.013
nor3_1        14       0.010
o21ai_0       49       0.035
ha_1          70        0.13
o21ai_1        5      0.0036
buf_1          4      0.0021
a21oi_1       33       0.024
or3_1          7      0.0063
a21o_1        20       0.021
a2bb2oi_1     35       0.044
a22oi_1       10       0.011
a221o_1        6      0.0086
o211ai_1      35       0.038
buf_2         14       0.010
nand3_1       79       0.056
mux2_2        19       0.031
a221oi_1      30       0.038
nor2_1        30       0.016
and3_1        12       0.011
## critical path: cells and delay by family
| family | cells | cell delay [ns] |
|---|---|---|
| xor+xnor | 1 | 0.19 |
| mux | 1 | 0.52 |
| buf+inv | 8 | 2.50 |
| simple gates | 10 | 1.86 |
| fa+ha+maj | 3 | 0.89 |
| compound gates | 13 | 4.24 |
## layer usage
| layer | GRT usage | routed length [um] | up-vias |
|---|---|---|---|
| met4 | 0.0450 | 955 | 4 |
| li1 | - | - | 4404 |
| met5 | 0 | 22 | - |
| met2 | 0.369 | 19400 | 475 |
| met3 | 0.0453 | 3370 | 62 |
| met1 | 0.278 | 16100 | 4435 |
## report_power, final
part           internal, mW  switching, mW
Combinational         0.244          0.332
Clock          0.0000000136              0
Sequential                0              0
## metrics by stage
stage	setup slack, ns	hold slack, ns	total power [mW]
after floorplan	4.46	7.96	0.356
final	1.58	8.82	0.576
after global routing	1.06	8.85	0.621
after global placement	1.82	8.83	0.562
after CTS	1.80	8.83	0.567
after detailed placement	1.81	8.83	0.564
## worst paths after layout
| path | end | slack, ns | depth (start not counted) | from |
|---|---|---|---|---|
| setup / recovery | weight_c[0] | 1.58 | 36 | d1[2] |
| hold / removal | weight_c[21] | 8.82 | 4 | w7[21] |
## logic make-up (layout without fill, tap and decap cells)
logic type                 Yosys count  count (layout)  share of synthesized area
AOI/OAI and AO/OA                  350             350                      0.402
and+or+nand+nor                    284             284                      0.217
buffers and inverters              147             437                     0.0931
adders and majority gates           70              70                      0.125
muxes                               63              63                     0.0972
xor gates and xnor gates            52              52                     0.0650
other                                0               2                          0
## cell type report
class,instances,share of cell area
Multi-Input combinational cell,819,0.599
Inverter,82,0.0288
Tap cell,378,0.0443
Antenna cell,2,0.000468
Timing Repair Buffer,355,0.328
Power and IR drop assume default switching activity.
